==> flow/design.v <==
module MEMWB (readData_in, readData_out, nextPC_in, nextPC_out, newPC_in, newPC_out, aluResult_in, aluResult_out, AB_in, AB_out, regSel_in, regSel_out, regWrite_in, regWrite_out, mem_to_reg_in, mem_to_reg_out, enJAL_in, enJAL_out, branch_in, branch_out, halt_in, halt_out, en, clk, rst);
  input [15:0] readData_in;
  input [15:0] nextPC_in;
  input [15:0] newPC_in;
  input [15:0] aluResult_in;
  input [4:0] AB_in;
  input [2:0] regSel_in;
  input regWrite_in;
  input mem_to_reg_in;
  input enJAL_in;
  input branch_in;
  input halt_in;
  input en;
  input clk, rst;
  output [15:0] readData_out;
  output [15:0] nextPC_out;
  output [15:0] newPC_out;
  output [15:0] aluResult_out;
  output [4:0] AB_out;
  output [2:0] regSel_out;
  output regWrite_out;
  output mem_to_reg_out;
  output enJAL_out;
  output branch_out;
  output halt_out;
  reg_16b readData (.clk(clk), .rst(rst), .en(en), .in(readData_in), .out(readData_out));
  reg_16b nextPC (.clk(clk), .rst(rst), .en(en), .in(nextPC_in), .out(nextPC_out));
  reg_16b newPC (.clk(clk), .rst(rst), .en(en), .in(newPC_in), .out(newPC_out));
  reg_16b aluResult (.clk(clk), .rst(rst), .en(en), .in(aluResult_in), .out(aluResult_out));
  reg_5b AB (.clk(clk), .rst(rst), .en(en), .in(AB_in), .out(AB_out));
  reg_3b regSel (.clk(clk), .rst(rst), .en(en), .in(regSel_in), .out(regSel_out));
  reg_1b regWrite (.clk(clk), .rst(rst), .en(en), .in(regWrite_in), .out(regWrite_out));
  reg_1b mem_to_reg (.clk(clk), .rst(rst), .en(en), .in(mem_to_reg_in), .out(mem_to_reg_out));
  reg_1b enJAL (.clk(clk), .rst(rst), .en(en), .in(enJAL_in), .out(enJAL_out));
  reg_1b branch (.clk(clk), .rst(rst), .en(en), .in(branch_in), .out(branch_out));
  reg_1b halt (.clk(clk), .rst(rst), .en(en), .in(halt_in), .out(halt_out));
endmodule
module dff (q, d, clk, rst);
    output         q;
    input          d;
    input          clk;
    input          rst;
    reg            state;
    assign #(1) q = state;
    always @(posedge clk) begin
      state = rst? 0 : d;
    end
endmodule
module mux2_1(InA, InB, S, Out);
  input InA, InB; 
  input S; 
  output Out;
  wire notS, AS, BS;
  assign notS = ~S;  
  assign AS = ~(InA & notS);
  assign BS = ~(InB & S);
  assign Out = ~(AS & BS);
endmodule
module reg_16b (clk, rst, en, in, out);
  input clk, rst;
  input en; 
  input [15:0] in; 
  output [15:0] out; 
  wire [15:0] writeEN;
  dff DFF[15:0] (.q(out), .d(writeEN), .clk(clk), .rst(rst));
  mux2_1 MUX[15:0] (.InA(out), .InB(in), .S(en), .Out(writeEN));
endmodule
module reg_1b (clk, rst, en, in, out);
  input clk, rst;
  input en;  
  input in;  
  output out;  
  wire writeEN;
  dff DFF (.q(out), .d(writeEN), .clk(clk), .rst(rst));
  mux2_1 MUX (.InA(out), .InB(in), .S(en), .Out(writeEN));
endmodule
module reg_3b (clk, rst, en, in, out);
  input clk, rst;
  input en;  
  input [2:0] in;  
  output [2:0] out;  
  wire [2:0] writeEN;
  dff DFF[2:0] (.q(out), .d(writeEN), .clk(clk), .rst(rst));
  mux2_1 MUX[2:0] (.InA(out), .InB(in), .S(en), .Out(writeEN));
endmodule
module reg_5b (clk, rst, en, in, out);
  input clk, rst;
  input en;  
  input [4:0] in;  
  output [4:0] out;  
  wire [4:0] writeEN;
  dff DFF[4:0] (.q(out), .d(writeEN), .clk(clk), .rst(rst));
  mux2_1 MUX[4:0] (.InA(out), .InB(in), .S(en), .Out(writeEN));
endmodule
==> flow/run.sh <==
#!/bin/bash
# OpenROAD 26Q1-2900-gdf79404cd8, Yosys 0.63+post, stock flow scripts
make -C /OpenROAD-flow-scripts/flow DESIGN_CONFIG=/design/flow/config.mk WORK_HOME=/design/flow/orfs finish
==> flow/config.mk <==
export PLATFORM = sky130hd
export DESIGN_NAME = MEMWB
export DESIGN_NICKNAME = MEMWB
export VERILOG_FILES = /design/flow/design.v
export SDC_FILE = /design/flow/constraint.sdc
export NUM_CORES = 4
export LEC_CHECK = 1
export CORE_UTILIZATION = 40
==> flow/constraint.sdc <==
current_design MEMWB

set clk_period 1.0
set clk_io_pct 0.2

create_clock -name clk0 -period $clk_period [get_ports {clk}]

set non_clock_inputs [all_inputs -no_clocks]
set_input_delay [expr $clk_period * $clk_io_pct] -clock clk0 $non_clock_inputs
set_output_delay [expr $clk_period * $clk_io_pct] -clock clk0 [all_outputs]
==> PnR_summary.wiki <==
=== Synthesis and place and route ===
{| class="wikitable"
! Metric !! Value
|-
| Global-route layer with the greatest usage || met2
|-
| Family with the most delay on the worst path || flip-flops
|-
| Post-synth seq share || 46.79%
|-
| Last weighted congestion value of the routability-driven placer || 0.7131
|-
| GRT met2 Usage || 23.33%
|-
| Worst-case headroom to the max-slew limit || 85.34%
|-
| Critical hold path startpoint || rst
|-
| Number of pins exceeding their max-slew limit in the final report || 0
|-
| CP Data Required Time || 800 ps
|-
| Clk root buf || clkbuf_8
|-
| Hold Buf Count CTS || 0
|-
| Number of DRC markers after the initial detailed-route iteration || 65
|-
| Setup repair after global routing missed its margin || yes
|-
| Number of warnings in the stage logs || 26
|-
| Met1 layer usage reported by global route || 22.39%
|-
| Area of the mapped netlist || 0.003294 sq mm
|-
| Post-detailed-route wirelength per cell || 12.96 um
|-
| Fraction of final layout cells with drive strength greater than 1 || 43.31%
|-
| Pin count of the biggest net entering global routing || 40
|-
| Highest ir drop seen on vdd || 0.0007998 V
|-
| Crit path cell chain || buf_2
|-
| Final sum of negative setup slack || 0 ps
|-
| Synthesis warning total || 1
|-
| IO Pins || 157
|-
| Setup slack, reg-to-reg || 290 ps
|-
| Number of buffers added on ports || 156
|-
| Power density over cell area || 1625 mW/mm^2
|-
| Total Wirelength || 6647 um
|-
| CP Max Fanout || 2
|-
| Global-route usage over all layers || 15.45%
|-
| Nature of the critical path startpoint || flop
|-
| Worst-margin pin slew || 219.9 ps
|-
| Static leakage power || 2.134 nW
|-
| Reg2Reg Depth || 3
|-
| Post-route antenna net violation count || 0
|-
| TritonCTS clock tree || yes
|-
| Number of hold violations in the final report || 0
|-
| Std cell rows || 32
|-
| HPWL after detailed placement || 4578 um
|-
| Largest incremental delay on the critical path || 330 ps
|-
| Core Util, Final || 55.36%
|-
| Post-synth area from yosys stat || 0.003294 sq mm
|-
| Average vias per placed instance || 4.333
|-
| Arrival @ worst endpoint || 770 ps
|-
| Number of buffer and inverter instances along the worst setup path || 1
|-
| Setup violators final || 0
|-
| Path length in cells of the critical path || 1
|-
| Timing endpoint of the critical path || readData_out[3]
|-
| Via count of the first global-routing pass || 2,178
|-
| Met3 global-route usage || 5.263%
|-
| Critical Path End Type || primary output
|-
| Depth of the CTS H-tree || 3
|-
| Total CTS buffers || 9
|-
| Number of buffers on the longest clock path || 2
|-
| Number of detailed-route iterations in the first pass || 4
|-
| Overall die height || 92.75 um
|-
| Chip footprint || 0.008603 sq mm
|-
| Tally of max-capacitance violations || 0
|-
| Total clock sinks || 77
|-
| Status || complete, no violations
|-
| Clock slew at the register clock pins of the worst setup and hold paths || 80 ps
|-
| Starting density of the core || 41.98%
|-
| Width of the chip || 92.75 um
|-
| Via count || 2,223
|-
| Type of the most critical hold path || input pin to flop
|-
| Final Critical Period || 968.2 ps
|-
| Global route total overflow || 0
|-
| Critical-path cell with the highest stage delay || dfxtp_2
|-
| First-pass GRT wire length || 10,430 um
|-
| Final critical-path share of the clock period || 96.82%
|-
| Path type of the worst setup path || flop to primary output
|-
| Placed standard-cell area || 0.004385 sq mm
|-
| Final worst clock skew || 0 ps
|-
| DRC violations left || 0
|-
| Cell area after layout || 0.004344 sq mm
|-
| Mean Syn Cell Area || 10.26 sq um
|-
| Max Clk Rate || 1033 MHz
|-
| Core Region || 0.007848 sq mm
|-
| Latency at later pin || 330 ps
|-
| Antenna fix cells || 0
|-
| Antenna violations before repair || 0
|-
| Area grow syn2layout || 31.86%
|-
| Gate Count Post-Synth || 321
|-
| Number of cells in Yosys stat || 321
|-
| Distinct cells, synth || 8
|-
| Synthesized registers || 77
|}
==> repair_timing <==
item | 4_1_cts | 5_1_grt
setup buffers | 1 | 0
endpoints found under the setup margin | 77 | 11
gates resized | 309 | 0
==> per-stage QoR <==
step                      hold WS (ps)  setup slack [ps]  total power [mW]  cells
after detailed placement         477.8            -1.791             4.472    496
after CTS                        300.0             3.828             7.155    513
after floorplan                  346.8             65.88             3.975    321
after global routing             309.2            -8.566             7.387    513
after global placement           470.6            -2.568             4.463    496
final                            322.5             31.82             7.058    513
==> logic make-up after synthesis <==
logic type / count (synthesis) / synth area share [%]
buffers and inverters: 90 / 21.04
DFF: 77 / 46.79
muxes: 77 / 23.40
and+or+nand+nor: 77 / 8.773
==> worst reg2reg max path, stage by stage, from the launching register on <==
cell	delay (ps)
dfxtp_2	320
buf_4	120
mux2i_1	120
nor2_1	50
==> how the worst min path moves through the flow <==
stage                   to  slack [ps]  depth (start not counted)
after CTS             flop         300                          3
after global routing  flop         310                          3
final                 flop         320                          3
==> metal layers <==
metal	part of all wire (%)	wire length [um]
met1	46	3028
met2	43	2853
met3	11	701
met4	0.95	63
met5	0	0
==> placed cells by master, fill, tap and decap left out <==
cell	n
nor2_1	77
clkbuf_1	2
clkbuf_8	10
dfxtp_2	77
clkdlybuf4s50_1	77
mux2i_1	77
buf_2	78
buf_12	4
buf_4	5
bufinv_16	3
clkinv_2	1
==> synth_stat cells, drive strengths merged <==
| cell type | number | area share [%] |
|---|---|---|
| mux2i | 77 | 23 |
| dfxtp | 77 | 47 |
| clkbuf | 4 | 0.46 |
| nor2 | 77 | 8.8 |
| buf | 86 | 21 |
==> final cells by class <==
class / count / area [sq um]
Clock buffer: 12 / 145.1
Clock inverter: 4 / 95.09
Fill cell: 725 / 3503
Multi-Input combinational cell: 154 / 1060
Sequential cell: 77 / 1638
Tap cell: 102 / 127.6
Timing Repair Buffer: 164 / 1279
==> report_power, final <==
part | internal, mW | switching (mW) | total [mW]
logic | 0.595 | 0.299 | 0.894
registers | 3.28 | 0.0780 | 3.36
clock network | 1.73 | 1.08 | 2.80
total | 5.60 | 1.45 | 7.06
Power figures rest on the tool's default switching activity, not on a simulated workload.
