==> /design/flow/config.mk <==
export PLATFORM = sky130hd
export DESIGN_NAME = EXMEM
export DESIGN_NICKNAME = EXMEM
export VERILOG_FILES = /design/flow/design.v
export SDC_FILE = /design/flow/constraint.sdc
export NUM_CORES = 4
export LEC_CHECK = 1
export CORE_UTILIZATION = 30
==> /design/flow/constraint.sdc <==
current_design EXMEM

set clk_period 1.0
set clk_io_pct 0.2

create_clock -name clk0 -period $clk_period [get_ports {clk}]

set non_clock_inputs [all_inputs -no_clocks]
set_input_delay [expr $clk_period * $clk_io_pct] -clock clk0 $non_clock_inputs
set_output_delay [expr $clk_period * $clk_io_pct] -clock clk0 [all_outputs]
==> /design/flow/design.v <==
module EXMEM (B_in, B_out, aluResult_in, aluResult_out, nextPC_in, nextPC_out, newPC_in, newPC_out, AB_in, AB_out, regsel_in, regsel_out, enJAL_in, enJAL_out, branch_in, branch_out, mem_to_reg_in, mem_to_reg_out, memWrite_in, memWrite_out, regWrite_in, regWrite_out, halt_in, halt_out, en, clk, rst);
  input [15:0] B_in;
  input [15:0] aluResult_in;
  input [15:0] nextPC_in;
  input [15:0] newPC_in;
  input [4:0] AB_in;
  input [2:0] regsel_in;
  input enJAL_in;
  input branch_in;
  input mem_to_reg_in;
  input memWrite_in;
  input regWrite_in;
  input halt_in;
  input en;
  input clk, rst;
  output [15:0] B_out;
  output [15:0] aluResult_out;
  output [15:0] nextPC_out;
  output [15:0] newPC_out;
  output [4:0] AB_out;
  output [2:0] regsel_out;
  output enJAL_out;
  output branch_out;
  output mem_to_reg_out;
  output memWrite_out;
  output regWrite_out;
  output halt_out;
  reg_16b B (.clk(clk), .rst(rst), .en(en), .in(B_in), .out(B_out));
  reg_16b aluResult (.clk(clk), .rst(rst), .en(en), .in(aluResult_in), .out(aluResult_out));
  reg_16b newPC (.clk(clk), .rst(rst), .en(en), .in(newPC_in), .out(newPC_out));
  reg_16b nextPC (.clk(clk), .rst(rst), .en(en), .in(nextPC_in), .out(nextPC_out));
  reg_5b AB (.clk(clk), .rst(rst), .en(en), .in(AB_in), .out(AB_out));
  reg_3b regsel (.clk(clk), .rst(rst), .en(en), .in(regsel_in), .out(regsel_out));
  reg_1b enJAL (.clk(clk), .rst(rst), .en(en), .in(enJAL_in), .out(enJAL_out));
  reg_1b branch (.clk(clk), .rst(rst), .en(en), .in(branch_in), .out(branch_out));
  reg_1b mem_to_reg (.clk(clk), .rst(rst), .en(en), .in(mem_to_reg_in), .out(mem_to_reg_out));
  reg_1b memWrite (.clk(clk), .rst(rst), .en(en), .in(memWrite_in), .out(memWrite_out));
  reg_1b regWrite (.clk(clk), .rst(rst), .en(en), .in(regWrite_in), .out(regWrite_out));
  reg_1b halt (.clk(clk), .rst(rst), .en(en), .in(halt_in), .out(halt_out));
endmodule
module dff (q, d, clk, rst);
    output         q;
    input          d;
    input          clk;
    input          rst;
    reg            state;
    assign #(1) q = state;
    always @(posedge clk) begin
      state = rst? 0 : d;
    end
endmodule
module mux2_1(InA, InB, S, Out);
  input InA, InB; 
  input S; 
  output Out;
  wire notS, AS, BS;
  assign notS = ~S;  
  assign AS = ~(InA & notS);
  assign BS = ~(InB & S);
  assign Out = ~(AS & BS);
endmodule
module reg_16b (clk, rst, en, in, out);
  input clk, rst;
  input en; 
  input [15:0] in; 
  output [15:0] out; 
  wire [15:0] writeEN;
  dff DFF[15:0] (.q(out), .d(writeEN), .clk(clk), .rst(rst));
  mux2_1 MUX[15:0] (.InA(out), .InB(in), .S(en), .Out(writeEN));
endmodule
module reg_1b (clk, rst, en, in, out);
  input clk, rst;
  input en;  
  input in;  
  output out;  
  wire writeEN;
  dff DFF (.q(out), .d(writeEN), .clk(clk), .rst(rst));
  mux2_1 MUX (.InA(out), .InB(in), .S(en), .Out(writeEN));
endmodule
module reg_3b (clk, rst, en, in, out);
  input clk, rst;
  input en;  
  input [2:0] in;  
  output [2:0] out;  
  wire [2:0] writeEN;
  dff DFF[2:0] (.q(out), .d(writeEN), .clk(clk), .rst(rst));
  mux2_1 MUX[2:0] (.InA(out), .InB(in), .S(en), .Out(writeEN));
endmodule
module reg_5b (clk, rst, en, in, out);
  input clk, rst;
  input en;  
  input [4:0] in;  
  output [4:0] out;  
  wire [4:0] writeEN;
  dff DFF[4:0] (.q(out), .d(writeEN), .clk(clk), .rst(rst));
  mux2_1 MUX[4:0] (.InA(out), .InB(in), .S(en), .Out(writeEN));
endmodule
==> /design/flow/run.sh <==
#!/bin/bash
# OpenROAD 26Q1-2900-gdf79404cd8, Yosys 0.63+post, stock flow scripts
make -C /OpenROAD-flow-scripts/flow DESIGN_CONFIG=/design/flow/config.mk WORK_HOME=/design/flow/orfs finish
==> deck_impl_summary.md <==
Run Summary

GRT
  – GRT Util Overall: 11.9%
  – Met3 Usage GRT: 4.34%
  – Initial antenna violation count: 0
  – GR Util met2: 18.1%
  – GR Util met1: 16.9%
  – First-pass GRT wire length: 10800 um
  – Vias in the first global route: 2204
  – Busiest grt layer: met2
  – Largest net degree at the start of global routing: 40
  – Total congestion overflow: 0

Final timing
  – Worst hold slack: 0.250 ns
  – Fin. max-slew vios: 0
  – Period utilisation layout: 97.8%
  – Worst-margin pin slew: 0.148 ns
  – RSZ-0062 raised after global routing: true
  – Setup ws final: 0.0224 ns
  – Fin Clk Skew: 0 ns
  – Final Hold Violation Tally: 0
  – Highest clock rate: 1020 MHz
  – Final setup violation count: 0
  – Slew HR: 89.9%
  – Post-layout min period: 0.978 ns

Critical path
  – CP max stage cell: dfxtp_2
  – Family with the most delay on the worst path: flip-flops
  – Critical path, cell by cell: buf_6
  – Crit path kind: reg2out
  – Crit-path max FO: 2
  – Worst path max stage delay: 0.33 ns
  – Startpoint class of the critical path: flop
  – Crit. End Element: primary output
  – Critical path arrival: 0.78 ns
  – Worst EP required: 0.80 ns
  – Worst path bufs/invs: 1

Clock tree
  – CTS Buf Count: 9
  – H-Tree Level Count: 3
  – Root buf cell: clkbuf_8
  – Hold_buf cts: 0
  – CTS Sinks: 78
  – Clock Path Buffers: 2
  – Clk pin slew, worst setup/hold paths: 0.08 ns
  – CTS tree: built
  – Skew-Pair Late Insertion Delay: 0.33 ns

Worst hold path
  – Hold WC Path Type: in2reg

Layout
  – Cell Count, Final, Fillers Out: 552
  – Filler cell count: 1028
  – Layout area overhead: 33.9%
  – Core Util, Final: 42.2%
  – Fraction of layout cells with a size suffix above 1: 43.8%

Die
  – Die area: 11500 um2
  – Num rows: 37
  – Die height: 107 um
  – CORE AREA: 10500 um2
  – Die width: 107 um
  – IO Count: 159
  – Core Util at FP: 31.5%

Drt
  – DRT Wirelength: 6840 um
  – Antenna Nets Post-Route: 0
  – Via Count: 2228
  – Drt pass-1 iters: 4
  – Routed wire per std cell: 12.4 um
  – Routed vias/inst: 4.04
  – ANT cells: 0
  – Initial DRC Count: 79
  – Post-route DRC: 0

Synth
  – YS chip area: 3310 um2
  – Unique cell types: 8
  – Post-Syn Area per Cell: 10.2 um2
  – Biggest area cells: dfxtp_1 47%, mux2i_1 24%, buf_4 18%, nor2_1 8.8%, buf_12 1.2%
  – Yosys top cell by area: dfxtp_1
  – Yosys Instances: 324
  – Mapped cell area: 3310 um2
  – Top cell area share: 47.2%
  – YS warnings: 1
  – Ys flops: 78
  – Seq/Total Area, Yosys: 47.2%
  – Syn Inst Count: 324

Power
  – Peak supply drop: 0.781 mV
  – Pwr/cell area: 1560 nW/um2
  – Lkg Pwr: 2.16 nW

Status
  – Outcome: finished, final reports clean

Flow run
  – Count of tool warnings: 27
  – Max_cap viols: 0

Placement
  – Cell Count Post-Placement: 537
  – Pre-CTS WS: -0.0396 ns
  – Dpl hpwl: 4870 um
  – Gp weighted congestion: 0.734
  – Buffers on Ports: 158
## power breakdown
group / internal [W] / switching (W) / leakage, nW / total [W]
sequential: 0.00333 / 0.0000795 / 0.671 / 0.00340
clock: 0.00152 / 0.00110 / 0.115 / 0.00262
combinational: 0.000607 / 0.000305 / 1.37 / 0.000912
## synthesized netlist by cell type
master,n
buf_12,2
clkbuf_1,5
mux2i_1,78
buf_4,78
dfxtp_1,78
buf_2,4
nor2_1,78
buf_6,1
## layer usage
layer / up-vias / part of all wire [%]
li1: 1140 / -
met3: 10 / 11
met4: 0 / 1.7
met5: - / 0
met1: 984 / 45
met2: 94 / 43
## cell type report
cell class              instances  area, um2  share of cell area, %
clock buffers                  11        151                   3.42
clock inverters                 4       70.1                   1.58
multi-input cells             156       1070                   24.2
flip-flops and latches         78       1660                   37.4
well taps                     136        170                   3.84
repair buffers                167       1310                   29.5
## cell families after synthesis
group	count (synthesis)	synth area share, %
buffers and inverters	90	20.4
multiplexers	78	23.6
flip-flops	78	47.2
AND/OR/NAND/NOR	78	8.84
## through the flow
step / total power (W) / setup TNS, ns / area, um2
2_1_floorplan: 0.00401 / 0 / 3310
3_3_place_gp: 0.00453 / -0.540 / 4500
3_5_place_dp: 0.00454 / -0.654 / 4500
4_1_cts: 0.00708 / -0.00916 / 4430
5_1_grt: 0.00732 / -0.366 / 4430
6_report: 0.00693 / 0 / 4430
## worst paths after layout
check,from,to,slack (ns),depth (start not counted)
min,en,flop,0.25,3
max,flop,branch_out,0.02,1
max reg2reg,flop,flop,0.38,2
min reg2reg,flop,flop,0.48,2
## cell usage in the layout, fill, tap and decap left out
| master | count |
|---|---|
| buf_4 | 6 |
| bufinv_16 | 2 |
| buf_12 | 4 |
| nor2_1 | 78 |
| clkdlybuf4s50_1 | 78 |
| clkinv_2 | 2 |
| mux2i_1 | 78 |
| dfxtp_2 | 78 |
| buf_2 | 78 |
| clkbuf_8 | 11 |
| buf_6 | 1 |
## repair_timing
action / 4_1_cts / 5_1_grt
setup endpoints to repair: 78 / 51
buffers inserted: 0 / 0
gates resized: 314 / 1
cloned: 0 / 0
pin swaps: 0 / 0
hold endpoints to repair: 0 / 0
No activity file was given, so power comes from the tool's default toggle rates.
