==> design/flow/design.v <==
module IDEX (instr_in, instr_out, nextPC_in, nextPC_out, A_in, A_out, B_in, B_out, nA_in, nA_out, nB_in, nB_out, Cin_in, Cin_out, AB_in, AB_out, SExt5_in, SExt5_out, ZExt5_in, ZExt5_out, SExt8_in, SExt8_out, ZExt8_in, ZExt8_out, SExt11_in, SExt11_out, SExt_in, SExt_out, sourceALU_in, sourceALU_out, regDestination_in, regDestination_out, memWrite_in, memWrite_out, mem_to_reg_in, mem_to_reg_out, regWrite_in, regWrite_out, halt_in, halt_out, stall, en, clk, rst);
  input [15:0] instr_in, nextPC_in;
  input [15:0] A_in, B_in;
  input nA_in, nB_in, Cin_in;
  input [4:0] AB_in;
  input [15:0] SExt5_in, ZExt5_in, SExt8_in, ZExt8_in, SExt11_in;
  input SExt_in;
  input [1:0] sourceALU_in;
  input [1:0] regDestination_in;
  input memWrite_in, mem_to_reg_in, regWrite_in;
  input halt_in;
  input stall;
  input en;
  input clk, rst;
  output [15:0] instr_out, nextPC_out;
  output [15:0] A_out, B_out;
  output nA_out, nB_out, Cin_out;
  output [4:0] AB_out;
  output [15:0] SExt5_out, ZExt5_out, SExt8_out, ZExt8_out, SExt11_out;
  output SExt_out;
  output [1:0] sourceALU_out;
  output [1:0] regDestination_out;
  output memWrite_out, mem_to_reg_out, regWrite_out;
  output halt_out;
  wire [15:0] sel_instr;
  wire sel_memWrite;
  wire sel_mem_to_reg;
  wire sel_regWrite;
  wire sel_halt;
  assign sel_instr = stall ? 16'h0800 : instr_in;
  reg_16b instr (.clk(clk), .rst(rst), .en(en), .in(sel_instr), .out(instr_out));
  reg_16b nextPC (.clk(clk), .rst(rst), .en(en), .in(nextPC_in), .out(nextPC_out));
  reg_16b A (.clk(clk), .rst(rst), .en(en), .in(A_in), .out(A_out));
  reg_16b B (.clk(clk), .rst(rst), .en(en), .in(B_in), .out(B_out));
  reg_1b nA (.clk(clk), .rst(rst), .en(en), .in(nA_in), .out(nA_out));
  reg_1b nB (.clk(clk), .rst(rst), .en(en), .in(nB_in), .out(nB_out));
  reg_1b Cin (.clk(clk), .rst(rst), .en(en), .in(Cin_in), .out(Cin_out));
  reg_5b AB (.clk(clk), .rst(rst), .en(en), .in(AB_in), .out(AB_out));
  reg_16b SExt5 (.clk(clk), .rst(rst), .en(en), .in(SExt5_in), .out(SExt5_out));
  reg_16b ZExt5 (.clk(clk), .rst(rst), .en(en), .in(ZExt5_in), .out(ZExt5_out));
  reg_16b SExt8 (.clk(clk), .rst(rst), .en(en), .in(SExt8_in), .out(SExt8_out));
  reg_16b ZExt8 (.clk(clk), .rst(rst), .en(en), .in(ZExt8_in), .out(ZExt8_out));
  reg_16b SExt11 (.clk(clk), .rst(rst), .en(en), .in(SExt11_in), .out(SExt11_out));
  reg_1b SExt (.clk(clk), .rst(rst), .en(en), .in(SExt_in), .out(SExt_out));
  reg_2b sourceALU (.clk(clk), .rst(rst), .en(en), .in(sourceALU_in), .out(sourceALU_out));
  reg_2b regDestination (.clk(clk), .rst(rst), .en(en), .in(regDestination_in), .out(regDestination_out));
  assign sel_memWrite = stall ? 1'b0 : memWrite_in;
  reg_1b memWrite (.clk(clk), .rst(rst), .en(en), .in(sel_memWrite), .out(memWrite_out));
  assign sel_mem_to_reg = stall ? 1'b0 : mem_to_reg_in;
  reg_1b mem_to_reg (.clk(clk), .rst(rst), .en(en), .in(sel_mem_to_reg), .out(mem_to_reg_out));
  assign sel_regWrite = stall ? 1'b0 : regWrite_in;
  reg_1b regWrite (.clk(clk), .rst(rst), .en(en), .in(sel_regWrite), .out(regWrite_out));
  assign sel_halt = stall ? 1'b0 : halt_in;
  reg_1b halt (.clk(clk), .rst(rst), .en(en), .in(sel_halt), .out(halt_out));
endmodule
module dff (q, d, clk, rst);
    output         q;
    input          d;
    input          clk;
    input          rst;
    reg            state;
    assign #(1) q = state;
    always @(posedge clk) begin
      state = rst? 0 : d;
    end
endmodule
module mux2_1(InA, InB, S, Out);
  input InA, InB; 
  input S; 
  output Out;
  wire notS, AS, BS;
  assign notS = ~S;  
  assign AS = ~(InA & notS);
  assign BS = ~(InB & S);
  assign Out = ~(AS & BS);
endmodule
module reg_16b (clk, rst, en, in, out);
  input clk, rst;
  input en; 
  input [15:0] in; 
  output [15:0] out; 
  wire [15:0] writeEN;
  dff DFF[15:0] (.q(out), .d(writeEN), .clk(clk), .rst(rst));
  mux2_1 MUX[15:0] (.InA(out), .InB(in), .S(en), .Out(writeEN));
endmodule
module reg_1b (clk, rst, en, in, out);
  input clk, rst;
  input en;  
  input in;  
  output out;  
  wire writeEN;
  dff DFF (.q(out), .d(writeEN), .clk(clk), .rst(rst));
  mux2_1 MUX (.InA(out), .InB(in), .S(en), .Out(writeEN));
endmodule
module reg_2b (clk, rst, en, in, out);
  input clk, rst;
  input en;  
  input [1:0] in;  
  output [1:0] out;  
  wire [1:0] writeEN;
  dff DFF[1:0] (.q(out), .d(writeEN), .clk(clk), .rst(rst));
  mux2_1 MUX[1:0] (.InA(out), .InB(in), .S(en), .Out(writeEN));
endmodule
module reg_5b (clk, rst, en, in, out);
  input clk, rst;
  input en;  
  input [4:0] in;  
  output [4:0] out;  
  wire [4:0] writeEN;
  dff DFF[4:0] (.q(out), .d(writeEN), .clk(clk), .rst(rst));
  mux2_1 MUX[4:0] (.InA(out), .InB(in), .S(en), .Out(writeEN));
endmodule
==> design/flow/run.sh <==
#!/bin/bash
# OpenROAD 26Q1-2900-gdf79404cd8, Yosys 0.63+post, stock flow scripts
make -C /OpenROAD-flow-scripts/flow DESIGN_CONFIG=/design/flow/config.mk WORK_HOME=/design/flow/orfs finish
==> design/flow/config.mk <==
export PLATFORM = sky130hd
export DESIGN_NAME = IDEX
export DESIGN_NICKNAME = IDEX
export VERILOG_FILES = /design/flow/design.v
export SDC_FILE = /design/flow/constraint.sdc
export NUM_CORES = 4
export LEC_CHECK = 1
export CORE_AREA = 10 10 214 214
export DIE_AREA = 0 0 224 224
==> design/flow/constraint.sdc <==
current_design IDEX

set clk_period 1.1
set clk_io_pct 0.2

create_clock -name clk0 -period $clk_period [get_ports {clk}]

set non_clock_inputs [all_inputs -no_clocks]
set_input_delay [expr $clk_period * $clk_io_pct] -clock clk0 $non_clock_inputs
set_output_delay [expr $clk_period * $clk_io_pct] -clock clk0 [all_outputs]
==> results.md <==
| Quantity | Reported |
| --- | --- |
| Result of the run | finished, violations left |
| Failing checks | setup timing |
| Die W | 224 microns |
| Final HPWL from detailed placement | 15.2 mm |
| Kind of path behind the tightest hold check | input port to register |
| Via-to-Cell Ratio | 3.45 |
| Setup repair after global routing missed its margin | true |
| Buffer depth of the longest clock path | 2 |
| Post-synthesis cell count | 696 |
| Setup Skew | 0 ns |
| Tally of buffers added on design ports | 325 |
| Psw | 3.24 mW |
| Count of placed standard cells including taps | 1376 |
| CP max FO | 2 |
| Vias post-DR | 4892 |
| Chip area line of the yosys report | 0.00694 sq mm |
| Clock tree from TritonCTS | built |
| DR DRC count | 0 |
| Layout-stage area growth over the synthesis result | 43.3% |
| Seq pwr share | 42.8% |
| Fin cells | 1416 |
| Post-detailed-route wirelength per cell | 14.4 microns |
| Slew of the pin with the lowest slew margin | 0.419 ns |
| FMAX | 0.888 GHz |
| Switching Fraction | 21.7% |
| Core utilization at floorplan | 16.9% |
| Clock buffer count from CTS | 17 |
| Sequential element share of the synthesized area | 46.5% |
| Area enclosed by the die boundary | 0.0502 sq mm |
| Combinational cell fraction of total power | 12.2% |
| Clock Power Share | 45.0% |
| Cells in synth_stat.txt | 696 |
| Die y size | 224 microns |
| CTS sink count | 161 |
| Fraction of final layout cells sized beyond drive strength 1 | 42.8% |
| CP startpoint kind | register |
| First-pass GRT wire length | 30.2 mm |
| Cell area power density | 1500 mW/mm^2 |
| Remaining global-route overflow | 0 |
| DRC marker count from the first detailed-route iteration | 148 |
| Hold Violations, Final | 0 |
| Critical path, cell by cell | buf_2 |
| Top logic cell by instance count in the layout | clkdlybuf4s50_1 |
| Via count of the first global-routing pass | 4917 |
| Inserted Diodes | 0 |
| Hold Buf Count CTS | 0 |
| Detailed Route WL | 20.4 mm |
| Netlist area before placement | 0.00694 sq mm |
| Cell Rows | 74 |
| Worst Setup Path Type | register to primary output |
| Global routing usage summed across all routing layers | 7.76% |
| Combined buffer and inverter count along the critical path | 1 |
| Number of endpoints failing setup at the final stage | 6 |
| Warning total across the stage logs | 27 |
| Maximum number of pins on one net before global-route repair | 88 |
| Max-Slew Margin vs Limit | 72.1% |
| Average cell area after synthesis | 9.97 sq um |
| Largest stage delay on the critical path | 0.35 ns |
| IO Pins | 326 |
| Placement Setup Slack | -0.179 ns |
| Required @ worst endpoint | 0.88 ns |
| Fillers | 4376 |
| Antenna violation net count after detailed routing | 0 |
| Cell internal power dissipation | 11.7 mW |
| Number of antenna violations at the first check in global routing | 0 |
| Final RePlAce weighted congestion | 0.783 |
| Yosys synthesis warning count | 1 |
| Maximum level of the CTS H-tree | 4 |
| Leakage power figure | 4.53 nW |
| Maximum VDD drop | 1010 uV |
| Clock-pin transition on the worst setup and hold timing paths | 0.06 ns |
| CP Data Arrival Time | 0.91 ns |
| Final cycle utilization of the critical path | 102% |
| Top cells excl fill/tap | clkdlybuf4s50_1, dfxtp_2, nor2_1 |
| Total of flip-flops plus latches after synthesis | 161 |
| Pre-Repair DR Iteration Count | 5 |
| Critical-path cell with the highest stage delay | dfxtp_2 |
| Number of unique standard cell types used by synthesis | 12 |
| Worst Slack Setup Final | -0.0265 ns |
| Final worst path period need | 1.13 ns |
| Element type at the critical path end | primary output |
| Clock root cell | clkbuf_16 |
| Final count of pins violating max slew | 0 |
| Std-Cell Core Area | 0.0410 sq mm |
| Clock latency of the later-clocked register in the worst-skew pair | 0.44 ns |
| Max-cap violation count | 0 |
| Critical path's top delay family | flip-flops |
[worst register-to-register path: stages, from the launching register on]
cell	delay, ns
dfxtp_2	0.32
buf_4	0.12
mux2i_1	0.12
nor2_1	0.05
[synth_stat cells (all sizes together)]
| cell type | count | area (sq um) |
|---|---|---|
| nand2b | 19 | 119 |
| buf | 178 | 1350 |
| clkbuf | 15 | 56.3 |
| mux2i | 141 | 1410 |
| a211oi | 1 | 7.51 |
| nand3b | 19 | 143 |
| nor2 | 143 | 537 |
| a21oi | 19 | 95.1 |
| dfxtp | 161 | 3220 |
[cells by family after synthesis]
kind of cell	Yosys count	share of synthesized area, %
AND-OR/OR-AND	20	1.48
buffers and inverters	193	20.2
flip-flops	161	46.5
multiplexers	141	20.3
AND/OR/NAND/NOR	181	11.5
[power by group through the flow]
stage / Combinational (mW) / Clock [mW] / Sequential (mW)
global route: 2.01 / 7.27 / 6.44
CTS: 1.84 / 7.04 / 6.39
finish: 1.83 / 6.73 / 6.39
[repair_timing]
| action | CTS | global route |
|---|---|---|
| resized | 710 | 7 |
| setup endpoints to repair | 161 | 161 |
| buffers inserted | 3 | 7 |
[per-stage QoR]
step / util, % / power [mW] / TNS [ns] / hold WS [ns] / area [sq um]
after CTS: 24.0 / 15.3 / -7.99 / 0.237 / 9840
after global placement: 23.6 / 8.54 / -7.44 / 0.456 / 9680
after detailed placement: 23.6 / 8.56 / -8.16 / 0.460 / 9680
final: 24.2 / 15.0 / -0.0854 / 0.273 / 9940
after global routing: 24.2 / 15.7 / -7.92 / 0.252 / 9940
after floorplan: - / 7.49 / 0 / 0.367 / 6940
[final cells by class]
cell class              instances  area, sq um  share of cell area [%]
multi-input cells             342         2310                    23.3
flip-flops and latches        161         3420                    34.5
repair buffers                351         2880                    29.0
clock inverters                10          208                    2.09
clock buffers                  20          447                    4.49
well taps                     532          666                    6.70
[final timing paths]
check / startpoint / end / slack, ns / cells past startpoint
min: rst / register / 0.27 / 3
max reg2reg: register / register / 0.37 / 3
max: register / A_out[4] / -0.03 / 1
min reg2reg: register / register / 0.47 / 2
[per-layer routing]
metal	vias up	routed length, microns	GRT usage [%]
met5	-	0	0
met4	0	286	1.01
met3	15	2260	3.87
met2	211	9180	12.2
met1	2210	8650	9.65
li1	2456	-	-
Power and IR drop assume default switching activity.
